`run.sh`:
```
#!/bin/bash
# OpenROAD 26Q1-2900-gdf79404cd8, Yosys 0.63+post, stock flow scripts
make -C /OpenROAD-flow-scripts/flow DESIGN_CONFIG=/design/flow/config.mk WORK_HOME=/design/flow/orfs finish
```
`config.mk`:
```
export PLATFORM = sky130hd
export DESIGN_NAME = timer
export DESIGN_NICKNAME = timer
export VERILOG_FILES = /design/flow/design.v
export SDC_FILE = /design/flow/constraint.sdc
export NUM_CORES = 4
export LEC_CHECK = 1
export CORE_UTILIZATION = 30
```
`constraint.sdc`:
```
current_design timer

set clk_period 15.2
set clk_io_pct 0.2

create_clock -name clk0 -period $clk_period [get_ports {clk}]

set non_clock_inputs [all_inputs -no_clocks]
set_input_delay [expr $clk_period * $clk_io_pct] -clock clk0 $non_clock_inputs
set_output_delay [expr $clk_period * $clk_io_pct] -clock clk0 [all_outputs]
```
`design.v`:
```
module timer (
    input logic clk,
    input logic rst,
	input logic [31:0]   addr_in,  
	input logic [31:0]   data_in,  
	input logic          wr_in,    
	input logic          rd_in,    
	output logic 	     rd_valid_out,  
	output logic [31:0]  data_out  
);
logic [31:0] config_reg;
logic [31:0] lo_reg;
logic [31:0] hi_reg;
logic [31:0] loadlo_reg;
logic [31:0] loadhi_reg;
logic load_triggered;
always_ff @(posedge clk) begin
        load_triggered <= 1'b0;
        if ((addr_in[31:16] == 16'h3FF5) & wr_in) begin
                case(addr_in[15:0])
                        16'hF000: config_reg <= data_in;
                        16'hF020: begin
                                load_triggered <= 1'b1;               
                        end
                        default: begin
                        end
                endcase
        end
        if (rst) begin
                config_reg <= 32'd0;
        end
end
always_ff @(posedge clk) begin
        rd_valid_out <= rd_in;
        if ((addr_in[31:16] == 16'h3FF5) & rd_in) begin
                case(addr_in[15:0])
                        16'hF000: begin 
                                data_out <= config_reg;
                        end
                        default: begin
                        end
                endcase
        end
        if(rst) begin
                data_out <=32'd0;
                rd_valid_out <= 1'b0;
        end
end
endmodule
```
==> design notes <==
The run finished with clean final reports. The run gives 8810 µm² as the area of the core. Setup repair after global routing left no endpoint under its margin. In this run the horizontal extent of the chip is 97.9 µm. The part of the power in combinational logic came out at 0.078. The number of cells in the yosys synthesis report came out at 257. The synthesis stat section lists a flop and latch total of 65. The tools report the overall via count from detail_route as 2037. Total power normalized to cell area comes to 84.9 nW/µm². With the final critical-path share of the clock period at 0.342, the number of buffer and inverter stages on the critical path is 2. The final tally of hold violations is 0.

According to the timing report, the arrival time at the worst endpoint equals 5.40 ns. In the final routed layout, each cell accounts on average for 12.1 µm. The power report lists cell-internal power as 0.274 mW. The maximum operating frequency came out at 0.192 GHz. In this run the core area contains 34 standard-cell rows. The switching part of the total power came out at 0.197. For reference, the final report shows the max-slew violation count at 0.

For the total setup buffers inserted after CTS, the log shows 0. The fraction of layout instances using a drive strength above 1 is 0.0613. The commonest cells after synthesis are sky130_fd_sc_hd__nand2b_1 (96), sky130_fd_sc_hd__dfxtp_1 (65), sky130_fd_sc_hd__mux2i_1 (64), sky130_fd_sc_hd__clkbuf_1 (10). The cell area that synthesis handed to floorplanning was 2760 µm².

The total overflow left after global routing is 0. The tools report the relative slew slack as 0.532. TritonCTS built the clock tree. Yosys attributes the largest share of cell area to sky130_fd_sc_hd__dfxtp_1 (47%), sky130_fd_sc_hd__mux2i_1 (23%), sky130_fd_sc_hd__nand2b_1 (22%), sky130_fd_sc_hd__clkbuf_1 (1.4%), sky130_fd_sc_hd__buf_6 (1.2%). Setup total negative slack on the finished layout was measured at 0 ns. The number of hold buffers added after CTS was 0. In the final run the clock tree shows a worst skew of 0.00785 ns. The via count of the first global-routing pass was 1998; the maximum net fanout on the critical path was 26.

Cell class contributing the biggest share of worst-path delay: simple AND/OR/NAND/NOR gates. Including well taps, the total number of placed cells is 452. The overall die size recorded for this design is 9580 µm².

Once detail routing completed, the nets flagged for antenna violations numbered 0. The run gives 0 as the initial antenna violation count. The synthesized netlist contains 17 unique library cells. The type of the worst setup path was in -> reg. For the initial standard-cell utilization of the core, the log shows 0.313. The logs give a warning total of 25. The clock net in this run drives a total of 65 sinks.

Per the placement log, port buffering inserted 100 buffers. In the final report, the number of endpoints failing setup comes to 0. At the pin with the least slew margin, the transition time is 0.701 ns.

The tightest min-delay check is of the reg -> reg type. Summed over all nets, the switching power comes to 0.0674 mW. The number of DRC violations after detailed routing is 0. Share of the synthesized area in the top cell type: 0.472. The most used flip-flop cell is sky130_fd_sc_hd__dfxtp_1. According to the report, the first pass of detailed routing completed in 22 iterations. The fraction of registers with async set or reset after synthesis was 0.

The slowest stage of the critical path belongs to the cell sky130_fd_sc_hd__or4_4. The finished layout holds 467 standard cells, fillers aside. Yosys mapped a number of flops with a built-in enable equal to 0. The script logs the ratio of routed vias to standard cells as 4.36. The timing report gives the biggest stage delay along the critical path as 0.56 ns.

Looking at the clock tree report, the maximum root-to-sink buffer count equals 2. The stat command in Yosys gives a chip area of 2760 µm². The run gives 9 for the number of buffers created by CTS. The worst setup path is launched from an input port. Per the run report, area growth between synthesis and finish was 45.8%. For this run the top cell type by instance count after synthesis was sky130_fd_sc_hd__nand2b_1.

STA classifies the critical path endpoint as a register. The sequential fraction of the synthesis area came out at 0.472. The tree is rooted in a sky130_fd_sc_hd__clkbuf_8. Summed over all instances, the cell type with the most area after synthesis is sky130_fd_sc_hd__dfxtp_1.

The utilization of the core after routing was 0.457. The number of warnings reported in the yosys synthesis log is 1. The vertical die dimension reported for this design is 97.9 µm. The global routing usage summed across all routing layers was 0.125; the minimum clock period was 5.20 ns.

The critical path endpoint has a required time of 15.40 ns. Listed in order, past its start point the critical path passes clkdlybuf4s50_1, or4b_1, or4_4, or3_2, buf_4, mux2i_1. The total wire length came out at 5.63 mm. In this run the mean area of a mapped cell was 10.7 µm².

Count of maximum capacitance violations: 0. The run gives 101 as the count of pins on the block boundary. The wire length of the first global-routing pass is 9.52 mm.

Leakage component of the power: 1.53 nW. The part of the total power dissipated in sequential elements is 0.499. Routability-driven placement finished with a final weighted congestion of 0.753. The logs give 0.33 ns for the worst-skew pair later-pin latency and 65 for the number of DRC violations after detailed-routing iteration 0.

On the worst setup and hold paths after CTS, the clock-pin slew comes to 0.07 ns. Note, the detailed placer reported a final HPWL of 3.65 mm. For the maximum number of pins on one net before global-route repair, the log shows 98. The most critical hold endpoint after final layout shows a slack of 0.474 ns. The repair_antennas step left the layout with diodes totalling 0. With the quantity of gates resized following cts at 0, the worst vdd rail ir drop is 50.8 µV. The relative contribution of the clock network to total power is 0.422. The run gives 257 for the number of cells produced by synthesis.

In this run the number of H-tree levels came out at 3.
==> final cells by class <==
cell class / count / area (µm²)
Fill cell: 835 / 4790
Multi-Input combinational cell: 174 / 1360
Sequential cell: 65 / 1300
Timing Repair Buffer: 103 / 1020
Clock buffer: 12 / 155
Tap cell: 108 / 135
Clock inverter: 3 / 40.0
Inverter: 2 / 7.51
==> path summary, 6_finish.rpt <==
kind	from	to	slack, ns	cells after the start
worst max-delay path	addr_in[31]	data_out[12]	10.0	6
worst min-delay path	data_out[31]	data_out[31]	0.47	2
worst max register to register	data_out[17]	data_out[17]	14.59	2
worst min register to register	data_out[31]	data_out[31]	0.47	2
==> layer usage <==
layer | wire length [µm] | vias to the layer above | track usage
li1 | - | 1054 | -
met1 | 2690 | 920 | 0.179
met2 | 2540 | 54 | 0.195
met3 | 321 | 9 | 0.0385
met4 | 74 | 0 | 0.0198
met5 | 0 | - | 0
==> metrics by stage <==
stage	area (µm²)	power, mW	worst slack, ns
6_report	4020	0.341	10.0
5_1_grt	4020	0.358	9.91
4_1_cts	4020	0.348	10.01
3_5_place_dp	3820	0.201	9.64
3_3_place_gp	3820	0.201	9.66
2_1_floorplan	2760	0.183	10.27
==> power by group through the flow <==
stage	Sequential, mW	Clock (mW)	Combinational, mW
6_report	0.170	0.144	0.0268
5_1_grt	0.170	0.158	0.0291
4_1_cts	0.170	0.151	0.0272
==> logic make-up after synthesis <==
kind of cell / synth area share
flops: 0.472
buf+inv: 0.0368
mux: 0.232
simple gates: 0.259
==> tightest hold or removal path: stages, from the launching register on <==
cell                       delay (ns)
sky130_fd_sc_hd__dfxtp_1         0.31
sky130_fd_sc_hd__nand2b_1        0.06
sky130_fd_sc_hd__mux2i_1         0.06
==> cells in the final DEF (no fill, tap or decap), drive strengths merged <==
cell type and instances:
bufinv 1, or4b 1, clkinv 2, or3 1
nor2 1, and4b 1, dfxtp 65, clkdlybuf4s50 99
nand2b 96, nand4b 2, mux2i 64, or4 1
inv 2, nor4bb 1, nand4 2, buf 4
nor4 2, nor3 2, clkbuf 12
Power figures rest on the tool's default switching activity, not on a simulated workload.
